## flow/run.sh

```bash
#!/bin/bash
# OpenROAD 26Q1-2900-gdf79404cd8, Yosys 0.63+post, stock flow scripts
make -C /OpenROAD-flow-scripts/flow DESIGN_CONFIG=/design/flow/config.mk WORK_HOME=/design/flow/orfs finish
```

## flow/design.v

```verilog
module clk_gate(clk, en, gated_clk);
input clk;
input en;
output gated_clk;
reg en_latch;
always@(negedge clk)begin
en_latch <= en;
end
assign gated_clk = en_latch && clk;
endmodule
module ff(clk, in, out, rst);
parameter bw = 8;
input clk;
input [bw-1:0] in;
output reg [bw-1:0] out;
input rst;
always@(posedge clk) begin
	if(rst) out <= {(bw){1'b0}};
	else out <= in;
end
endmodule
module mac_8in_gated (clk, out, a_0, a_1, a_2, a_3,  a_4, a_5, a_6, a_7, b_0, b_1, b_2, b_3,  b_4, b_5, b_6, b_7, b_zero, a_zero);
parameter bw = 8;
parameter bw_psum = 2*bw+5;
parameter pr = 8;  
output [bw_psum-1:0] out;
input signed [bw-1:0] a_0;
input signed [bw-1:0] a_1;
input signed [bw-1:0] a_2;
input signed [bw-1:0] a_3;
input signed [bw-1:0] a_4;
input signed [bw-1:0] a_5;
input signed [bw-1:0] a_6;
input signed [bw-1:0] a_7;
input signed [bw-1:0] b_0;
input signed [bw-1:0] b_1;
input signed [bw-1:0] b_2;
input signed [bw-1:0] b_3;
input signed [bw-1:0] b_4;
input signed [bw-1:0] b_5;
input signed [bw-1:0] b_6;
input signed [bw-1:0] b_7;
input  clk;
input  [pr-1:0] b_zero;
input  [pr-1:0] a_zero;
wire	signed	[2*bw-1:0]	product0	;
wire	signed	[2*bw-1:0]	product1	;
wire	signed	[2*bw-1:0]	product2	;
wire	signed	[2*bw-1:0]	product3	;
wire	signed	[2*bw-1:0]	product4	;
wire	signed	[2*bw-1:0]	product5	;
wire	signed	[2*bw-1:0]	product6	;
wire	signed	[2*bw-1:0]	product7	;
reg	signed	[2*bw-1:0]	product_reg0	;
reg	signed	[2*bw-1:0]	product_reg1	;
reg	signed	[2*bw-1:0]	product_reg2	;
reg	signed	[2*bw-1:0]	product_reg3	;
reg	signed	[2*bw-1:0]	product_reg4	;
reg	signed	[2*bw-1:0]	product_reg5	;
reg	signed	[2*bw-1:0]	product_reg6	;
reg	signed	[2*bw-1:0]	product_reg7	;
genvar i;
always@(posedge clk) begin
if(b_zero[0] || a_zero[0]) product_reg0 <= {(2*bw){1'd0}};
else product_reg0 <= product0;
if(b_zero[1] || a_zero[1]) product_reg1 <= {(2*bw){1'd0}};
else product_reg1 <= product1;
if(b_zero[2] || a_zero[2]) product_reg2 <= {(2*bw){1'd0}};
else product_reg2 <= product2;
if(b_zero[3] || a_zero[3]) product_reg3 <= {(2*bw){1'd0}};
else product_reg3 <= product3;
if(b_zero[4] || a_zero[4]) product_reg4 <= {(2*bw){1'd0}};
else product_reg4 <= product4;
if(b_zero[5] || a_zero[5]) product_reg5 <= {(2*bw){1'd0}};
else product_reg5 <= product5;
if(b_zero[6] || a_zero[6]) product_reg6 <= {(2*bw){1'd0}};
else product_reg6 <= product6;
if(b_zero[7] || a_zero[7]) product_reg7 <= {(2*bw){1'd0}};
else product_reg7 <= product7;
end
assign	product0	=	{{(bw){a_0[bw-1]}},a_0}*{{(bw){b_0[bw-1]}},b_0};
assign	product1	=	{{(bw){a_1[bw-1]}},a_1}*{{(bw){b_1[bw-1]}},b_1};
assign	product2	=	{{(bw){a_2[bw-1]}},a_2}*{{(bw){b_2[bw-1]}},b_2};
assign	product3	=	{{(bw){a_3[bw-1]}},a_3}*{{(bw){b_3[bw-1]}},b_3};
assign	product4	=	{{(bw){a_4[bw-1]}},a_4}*{{(bw){b_4[bw-1]}},b_4};
assign	product5	=	{{(bw){a_5[bw-1]}},a_5}*{{(bw){b_5[bw-1]}},b_5};
assign	product6	=	{{(bw){a_6[bw-1]}},a_6}*{{(bw){b_6[bw-1]}},b_6};
assign	product7	=	{{(bw){a_7[bw-1]}},a_7}*{{(bw){b_7[bw-1]}},b_7};
assign out = 
                {{(4){product_reg0[2*bw-1]}},product_reg0	}
	+	{{(4){product_reg1[2*bw-1]}},product_reg1	}
	+	{{(4){product_reg2[2*bw-1]}},product_reg2	}
	+	{{(4){product_reg3[2*bw-1]}},product_reg3	}
	+	{{(4){product_reg4[2*bw-1]}},product_reg4	}
	+	{{(4){product_reg5[2*bw-1]}},product_reg5	}
	+	{{(4){product_reg6[2*bw-1]}},product_reg6	}
	+	{{(4){product_reg7[2*bw-1]}},product_reg7	};
endmodule
module mac_input_pipeline(clk, reset, in_in, inst_in, in_out, inst_out, q_zero);
parameter col = 8;
parameter bw = 8;
parameter bw_psum = 2*bw+6;
parameter pr = 8;
input  clk;
input  [pr*bw-1:0] in_in;
input  reset;
input  [1:0] inst_in;  
output  reg [pr*bw-1:0] in_out;
output  reg [1:0] inst_out;  
output  reg [pr-1:0] q_zero;
reg  [pr*bw-1:0] in_out_reg;
reg  [1:0] inst_out_reg;  
wire [bw-1:0] q_zero_0;
wire [bw-1:0] q_zero_1;
wire [bw-1:0] q_zero_2;
wire [bw-1:0] q_zero_3;
wire [bw-1:0] q_zero_4;
wire [bw-1:0] q_zero_5;
wire [bw-1:0] q_zero_6;
wire [bw-1:0] q_zero_7;
always@(posedge clk) begin
	if(reset) begin
	in_out <= 64'd0;
	inst_out <= 2'b00;
	q_zero <= 8'd0;
	in_out_reg <= 64'd0;
	inst_out_reg <= 2'b00;
        end
	else begin
	q_zero[0] <= q_zero_0;
	q_zero[1] <= q_zero_1;
	q_zero[2] <= q_zero_2;
	q_zero[3] <= q_zero_3;
	q_zero[4] <= q_zero_4;
	q_zero[5] <= q_zero_5;
	q_zero[6] <= q_zero_6;
	q_zero[7] <= q_zero_7;
	in_out_reg <= in_in;
	inst_out_reg <= inst_in;
	in_out <= in_out_reg;
	inst_out <= inst_out_reg;
	end
end
assign q_zero_0 = ~|in_in[bw*1-1: bw*0];
assign q_zero_1 = ~|in_in[bw*2-1: bw*1];
assign q_zero_2 = ~|in_in[bw*3-1: bw*2];
assign q_zero_3 = ~|in_in[bw*4-1: bw*3];
assign q_zero_4 = ~|in_in[bw*5-1: bw*4];
assign q_zero_5 = ~|in_in[bw*6-1: bw*5];
assign q_zero_6 = ~|in_in[bw*7-1: bw*6];
assign q_zero_7 = ~|in_in[bw*8-1: bw*7];
endmodule
module mac_array_gated_c (clk, reset, in, out, fifo_wr, inst, q_zero, ld_done, exec_done, out_wr);
parameter col = 8;
parameter bw = 8;
parameter bw_psum = 2*bw+6;
parameter pr = 8;
output [bw_psum*col-1:0] out;
input  [pr*bw-1:0] in;
input  clk, reset;
input  [1:0] inst;  
input [pr-1:0] q_zero;
output [col-1:0] fifo_wr;
output ld_done;
output exec_done;
output out_wr;
wire   [col*bw_psum-1:0] psum;
wire   [2*(col+1)-1:0] inst_temp;
wire   [2*(col+1)*bw*pr-1:0] q_temp;
wire   [(col+1)*pr-1:0] q_zero_connector;
wire   [col-1:0] load_ready_wire;
genvar i;
assign inst_temp[1:0]    = inst;
assign q_temp[bw*pr-1:0] = in;
assign q_zero_connector[pr-1:0] = q_zero;
for (i=1; i < col+1 ; i=i+1) begin : col_idx
   mac_col_gated_c #(.bw(bw), .bw_psum(bw_psum), .pr(pr), .col_id(i)) mac_col_inst (
        .q_in( q_temp[pr*bw*i-1    :pr*bw*(i-1)]), 
        .q_out(q_temp[pr*bw*(i+1)-1:pr*bw*i]), 
        .clk(clk), 
        .reset(reset), 
        .fifo_wr(fifo_wr[i-1]),
        .i_inst(inst_temp[2*i-1:2*(i-1)]),     
        .o_inst(inst_temp[2*(i+1)-1:2*(i)]),     
	.out(out[bw_psum*i-1 : bw_psum*(i-1)]),
	.q_zero(q_zero_connector[i*pr-1:(i-1)*pr]),
	.q_zero_out(q_zero_connector[(i+1)*pr-1:(i)*pr]),
	.load_ready(load_ready_wire[i-1])
   );
end 
assign ld_done = ~|load_ready_wire;
assign exec_done = (fifo_wr == 8'b00000111)? 1'b1: 1'b0;
assign out_wr = ~|fifo_wr;
endmodule
module mac_array_wrapper_c (clk, reset, in, out, fifo_wr, inst, ld_done, exec_done, out_wr);
parameter col = 8;
parameter bw = 8;
parameter bw_psum = 2*bw+6;
parameter pr = 8;
input clk;
input reset;
output [bw_psum*col-1:0] out;
input  [pr*bw-1:0] in;
input  [1:0] inst;  
output [col-1:0] fifo_wr;
output ld_done;
output exec_done;
output out_wr;
wire [pr*bw-1:0] mac_array_in;
wire [pr-1:0] mac_array_q_zero;
wire [1:0] mac_array_inst;
mac_array_gated_c  #(.bw(bw), .bw_psum(bw_psum), .col(col), .pr(pr)) MAC_ARRAY(
	.clk(clk),
	.reset(reset),
	.in(mac_array_in),
	.out(out),
	.fifo_wr(fifo_wr),
	.inst(mac_array_inst),
	.q_zero(mac_array_q_zero),
	.ld_done(ld_done),
	.exec_done(exec_done),
	.out_wr(out_wr)
);
mac_input_pipeline MAC_IP(
	.clk(clk),
	.reset(reset),
	.in_in(in),
	.inst_in(inst),
	.in_out(mac_array_in),
	.inst_out(mac_array_inst),
	.q_zero(mac_array_q_zero)
);
endmodule
module mac_col_gated_c (clk, reset, out, q_in, q_out, i_inst, fifo_wr, o_inst, q_zero, q_zero_out,load_ready);
parameter bw = 8;
parameter bw_psum = 2*bw+6;
parameter pr = 8;
parameter col_id = 9;
output signed [bw_psum-1:0] out;
input  signed [pr*bw-1:0] q_in;
output signed [pr*bw-1:0] q_out;
input  clk, reset;
input  [1:0] i_inst;  
output [1:0] o_inst;  
output reg fifo_wr;
output [pr-1:0] q_zero_out;
input [pr-1:0] q_zero;
output load_ready;
reg    load_ready_q;
reg    [3:0] cnt_q;
reg    [1:0] inst_q;
reg    [1:0] inst_2q;
wire signed [bw-1:0] query_q_0;
wire signed [bw-1:0] query_q_1;
wire signed [bw-1:0] query_q_2;
wire signed [bw-1:0] query_q_3;
wire signed [bw-1:0] query_q_4;
wire signed [bw-1:0] query_q_5;
wire signed [bw-1:0] query_q_6;
wire signed [bw-1:0] query_q_7;
reg [pr*bw-1:0] query_q;
reg signed [bw-1:0] key_q_0;
reg signed [bw-1:0] key_q_1;
reg signed [bw-1:0] key_q_2;
reg signed [bw-1:0] key_q_3;
reg signed [bw-1:0] key_q_4;
reg signed [bw-1:0] key_q_5;
reg signed [bw-1:0] key_q_6;
reg signed [bw-1:0] key_q_7;
reg   [pr-1:0] q_zero_reg;
reg   [pr-1:0] k_zero_reg;
reg   [pr-1:0] q_zero_reg2;
reg   [pr-1:0] k_zero_reg2;
wire  signed [bw_psum-1:0] psum;
assign load_ready = load_ready_q;
assign o_inst = inst_q;
assign q_out  = query_q;
assign q_zero_out = q_zero_reg;
assign out = psum;
mac_8in_gated #(.bw(bw), .bw_psum(bw_psum), .pr(pr)) mac_8in_gated_instance (
	.clk(clk),
	.out(psum),
	.a_0(query_q_0),
	.a_1(query_q_1),
	.a_2(query_q_2),
	.a_3(query_q_3),
	.a_4(query_q_4),
	.a_5(query_q_5),
	.a_6(query_q_6),
	.a_7(query_q_7),
	.b_0(key_q_0),
	.b_1(key_q_1),
	.b_2(key_q_2),
	.b_3(key_q_3),
	.b_4(key_q_4),
	.b_5(key_q_5),
	.b_6(key_q_6),
	.b_7(key_q_7),
	.a_zero(q_zero_reg2),   
	.b_zero(k_zero_reg2)
); 
wire clk_gate_0;
wire clk_gate_1;
wire clk_gate_2;
wire clk_gate_3;
wire clk_gate_4;
wire clk_gate_5;
wire clk_gate_6;
wire clk_gate_7;
clk_gate CLK_GATE_0(.clk(clk), .en(~q_zero_reg[0]), .gated_clk(clk_gate_0));
ff QUERY_Q_0(.clk(clk_gate_0), .in(q_in[bw*1-1:bw*0]), .out(query_q_0), .rst(reset) );
clk_gate CLK_GATE_1(.clk(clk), .en(~q_zero_reg[1]), .gated_clk(clk_gate_1));
ff QUERY_Q_1(.clk(clk_gate_1), .in(q_in[bw*2-1:bw*1]), .out(query_q_1), .rst(reset) );
clk_gate CLK_GATE_2(.clk(clk), .en(~q_zero_reg[2]), .gated_clk(clk_gate_2));
ff QUERY_Q_2(.clk(clk_gate_2), .in(q_in[bw*3-1:bw*2]), .out(query_q_2), .rst(reset) );
clk_gate CLK_GATE_3(.clk(clk), .en(~q_zero_reg[3]), .gated_clk(clk_gate_3));
ff QUERY_Q_3(.clk(clk_gate_3), .in(q_in[bw*4-1:bw*3]), .out(query_q_3), .rst(reset) );
clk_gate CLK_GATE_4(.clk(clk), .en(~q_zero_reg[4]), .gated_clk(clk_gate_4));
ff QUERY_Q_4(.clk(clk_gate_4), .in(q_in[bw*5-1:bw*4]), .out(query_q_4), .rst(reset) );
clk_gate CLK_GATE_5(.clk(clk), .en(~q_zero_reg[5]), .gated_clk(clk_gate_5));
ff QUERY_Q_5(.clk(clk_gate_5), .in(q_in[bw*6-1:bw*5]), .out(query_q_5), .rst(reset) );
clk_gate CLK_GATE_6(.clk(clk), .en(~q_zero_reg[6]), .gated_clk(clk_gate_6));
ff QUERY_Q_6(.clk(clk_gate_6), .in(q_in[bw*7-1:bw*6]), .out(query_q_6), .rst(reset) );
clk_gate CLK_GATE_7(.clk(clk), .en(~q_zero_reg[7]), .gated_clk(clk_gate_7));
ff QUERY_Q_7(.clk(clk_gate_7), .in(q_in[bw*8-1:bw*7]), .out(query_q_7), .rst(reset) );
always @ (posedge clk) begin
  if (reset) begin
    cnt_q <= 0;
    load_ready_q <= 1;
    inst_q <= 0;
    inst_2q <= 0;
    q_zero_reg <= 'd0;
  end
  else begin
    inst_q <= i_inst;
    inst_2q <= inst_q;
    query_q <= q_in;
    if (inst_q[0]) begin
       if (cnt_q == 9-col_id)begin
         cnt_q <= 0;
         key_q_0 <= q_in[bw*1-1:bw*0];
	 key_q_1 <= q_in[bw*2-1:bw*1];
         key_q_2 <= q_in[bw*3-1:bw*2];
	 key_q_3 <= q_in[bw*4-1:bw*3];
         key_q_4 <= q_in[bw*5-1:bw*4];
      	 key_q_5 <= q_in[bw*6-1:bw*5];
         key_q_6 <= q_in[bw*7-1:bw*6];
	 key_q_7 <= q_in[bw*8-1:bw*7];
	 k_zero_reg2 <= q_zero_reg;
         load_ready_q <= 0;
       end
       else if (load_ready_q)
         cnt_q <= cnt_q + 1;
    end
    else if(inst_q[1]) begin
      q_zero_reg2 <= q_zero_reg;
    end
      if(cnt_q == 0 & ~inst_q[0] & ~inst_q[0]) load_ready_q <= 1;
      q_zero_reg <= q_zero;
      fifo_wr = inst_2q[1];
  end
end
endmodule
```

## flow/constraint.sdc

```tcl
current_design mac_array_wrapper_c

set clk_period 16.7
set clk_io_pct 0.2

create_clock -name clk0 -period $clk_period [get_ports {clk}]

set non_clock_inputs [all_inputs -no_clocks]
set_input_delay [expr $clk_period * $clk_io_pct] -clock clk0 $non_clock_inputs
set_output_delay [expr $clk_period * $clk_io_pct] -clock clk0 [all_outputs]
```

## flow/config.mk

```make
export PLATFORM = sky130hd
export DESIGN_NAME = mac_array_wrapper_c
export DESIGN_NICKNAME = mac_array_wrapper_c
export VERILOG_FILES = /design/flow/design.v
export SDC_FILE = /design/flow/constraint.sdc
export NUM_CORES = 4
export LEC_CHECK = 1
export CORE_UTILIZATION = 30
```

==> results.txt <==
Implementation results are summarized by area below.

Clock network
TritonCTS built the clock tree. Clock-pin slew was measured on the worst setup and hold paths at 0.06 ns. The clock reaches the later pin of the worst-skew pair after 1.18 ns. The count of buffers added by post-CTS timing repair for setup is 0. The number of hold buffers added after CTS was 0.

The post-cts sizing count is 0.

Detailed routing
The met3 wire length is 71100 um. The number of nets with antenna violations after routing is 0. After detailed routing, the number of vias per cell comes to 4.33. For this block, wires on met1 add up to 249000 um. The routed layout has 166000 vias. Detailed routing placed a total of 297000 um of wire on met2. The total wire length is 647000 um. The mean routed wirelength per cell is 16.9 um.

The iteration tally of the first detailed-router pass is 5. Routed signal wires occupy layers up through met5. The script parses the final routing iteration and logs DRC violations as 0. Once iteration 0 of detailed routing completed, the report listed 6551 DRC markers.

Yosys
The count of library flops with an enable pin is 1096. The count of mapped cells out of synthesis is 25500. The per-instance average area after synthesis is 10.4 um^2. The count of instantiated cells in the yosys netlist is 25500. The synthesis-stage register bit count is 2957. The synthesized netlist occupies a cell area of 266000 um^2. The chip area line in the Yosys stat output reads 266000 um^2. The count of warnings emitted by yosys is 12. The unique cell type count in the Yosys netlist is 80.

After synthesis, flip-flops and latches occupy 26.4% of the total area. For this run, asynchronously set or reset flops after synthesis account for 0%. The most used flip-flop cell after synthesis is dfxtp_1.

Power and ir drop
Cell internal power was estimated by the tool at 23.1 mW. The highest supply drop recorded on VDD is 0.000385 V. Of the total power, the clock network draws 25.6%. The power dissipated by switching net loads is 15.9 mW. In this run the power density over the cells is 130 nW/um^2. The flow reports that sequential cells draw 21.7% of the design power.

The leakage component of the power is 134 nW. The flow reports that combinational logic draws 52.7% of the design power. Net switching is 40.8% of the power.

Worst setup path
The worst reg-to-reg setup slack is 7.60 ns. Max fanout on the critical path was recorded as 7. The critical path is of the reg2out type. The data arrival time reported for the critical path is 8.43 ns. The capture point of the worst path is out[86]. The OpenROAD report gives the critical path a required time of 13.36 ns. The worst setup path is captured at an output port. Counting cells, the worst reg-to-reg path comes to 1. The launch instance of the worst register-to-register path is MAC_ARRAY.col_idx[7].mac_col_inst.q_zero_reg[5]$_SDFF_PP0_.

The longest individual stage delay on the worst path is 0.65 ns. The worst setup path is launched from a register. The cell with the largest stage delay on the worst path is nand3_1. The number of buffer and inverter instances along the worst setup path is 3. The critical path depth in cells is 25. The cell that appears most often on the critical path is fa_1. On the critical path the largest part of the delay comes from adder cells.

Final timing
Between clock sinks in the finished design, the worst skew comes to 0.123 ns. Setup repair after global routing left no endpoint under its margin. In this build the clock could be raised as far as 0.0849 GHz. After routing, the total negative slack on setup checks comes to 0 ns. The share of the clock period used by the worst path after layout is 70.5%. After layout, the minimum clock period comes to 11.77 ns. For reference, the final report shows the hold violation count at 0. Counting pins that exceed their max-slew limit in the final report gives 0. The transition time recorded at the tightest slew-check pin is 0.974 ns.

Headroom to the max-slew limit came out at 34.8%. The smallest hold slack is 0.386 ns. The number of setup violations in the final report is 0.

Floorplanning
The die area is 891000 um^2. The die height is 944 um. The initial core utilization is 30.1%. The count of boundary I/O pins is 255. The placeable core region is 883000 um^2.

The total number of placement rows is 345. According to the floorplan report, the die width is 944 um.

Finish
The post-route utilization of the core is recorded as 33.9%. Per the cell usage report, the commonest logic cells after layout are 5515 x inv_1, 4280 x fa_1, 2684 x and2_1. The total area of sequential cells is 70200 um^2. The number of fill cells is 86900. The area taken by multi-input logic gates is 175000 um^2.

The fraction of final layout cells sized beyond drive strength 1 is 3.54%. The finished cells cover 299000 um^2. The synthesis-to-layout area growth is 12.3%. The most common cell after layout, fill and taps aside is inv_1.

Placed design
The final estimated routing congestion in global placement is 0.954. Detailed placement finished with a half-perimeter wire length of 542000 um. Buffers placed on the I/O ports in this run total 254.

The standard cell area after detailed placement is 283000 um^2.

Global route
The number of global-route vias before repair is 180000. Global routing consumed, over all layers together, 15.7% of the routing resources. Entering global routing, the biggest net connects 72 pins.

The number of antenna violations at the first check in global routing is 39. The total global routing overflow is 0. The first global-routing pass estimated 1030000 um of wire.

Flow run
The number of warnings in the stage logs is 30. The number of violations of the max-capacitance limit is 0.

Status
The run finished with clean final reports.

Min path
In this run the worst hold path is classified as reg2reg. The cell depth of the worst min-delay path is 1. Looking at hold timing, the worst path starts from MAC_IP.in_out[37]$_SDFF_PP0_.
how the worst min path moves through the flow:
stage,to,slack (ns)
4_1_cts,register,0.38
5_1_grt,register,0.38
6_report,register,0.39
power by group through the flow:
stage	Sequential (mW)	Clock, mW	Combinational (mW)
4_1_cts	8.48	10.2	20.8
5_1_grt	8.52	10.5	23.3
6_report	8.46	9.96	20.5
cell type report:
cell class	count	share of cell area (%)
diodes	24	0.0201
clock buffers	568	4.49
clock inverters	225	0.691
inverters	5450	6.84
multi-input cells	16900	58.4
flip-flops and latches	2957	23.5
well taps	11800	4.94
repair buffers	359	1.12
per-layer routing:
layer,track usage [%],vias to the layer above
li1,-,79300
met5,0.0906,-
met3,7.77,999
met4,5.36,38
met1,19.5,81300
met2,24.3,3978
cells in the mapped netlist (152+ instances only):
library cell	n	area share, %
inv_1	5451	7.7
fa_1	4280	32
and2_1	2685	6.3
ha_1	2192	10
dfxtp_1	1861	14
nand2_1	1476	2.1
edfxtp_1	1096	12
nor2_1	1051	1.5
xnor2_1	857	2.8
nor2b_1	845	2.0
nand2b_1	561	1.3
a21oi_1	554	1.0
o21ai_0	441	0.83
xor2_1	366	1.2
a21o_1	293	0.83
nor3_1	263	0.49
clkbuf_1	222	0.31
and3_1	152	0.36
kinds of logic after synthesis:
kind of cell	share of synthesized area [%]
multiplexers	0.0517
buffers and inverters	8.02
flip-flops	26.4
AND/OR/NAND/NOR	14.8
XOR/XNOR	4.02
AND-OR/OR-AND	4.25
adder cells (fa/ha/maj)	42.5
stage by stage:
stage               cells  total power [mW]  worst slack, ns
detailed placement  37500              29.5             6.08
global route        38300              42.4             4.25
floorplan           25500              19.9             5.22
finish              38300              38.9             4.93
CTS                 38300              39.5             4.86
global placement    37500              29.6             5.95
No activity file was given, so power comes from the tool's default toggle rates.
