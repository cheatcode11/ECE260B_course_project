## ./design.v

```verilog
module mac_array_c (clk, reset, in, out, fifo_wr, inst, ld_done, exec_done, out_wr);
parameter col = 8;
parameter bw = 8;
parameter bw_psum = 2*bw+6;
parameter pr = 8;
output [bw_psum*col-1:0] out;
input  [pr*bw-1:0] in;
input  clk, reset;
input  [1:0] inst;  
output [col-1:0] fifo_wr;
output ld_done;
output exec_done;
output out_wr;
wire   [col*bw_psum-1:0] psum;
wire   [2*(col+1)-1:0] inst_temp;
wire   [2*(col+1)*bw*pr-1:0] q_temp;
wire   [col-1:0] load_ready_wire;
genvar i;
assign inst_temp[1:0]    = inst;
assign q_temp[bw*pr-1:0] = in;
for (i=1; i < col+1 ; i=i+1) begin : col_idx
   mac_col_c #(.bw(bw), .bw_psum(bw_psum), .pr(pr), .col_id(i)) mac_col_inst (
        .q_in( q_temp[pr*bw*i-1    :pr*bw*(i-1)]), 
        .q_out(q_temp[pr*bw*(i+1)-1:pr*bw*i]), 
        .clk(clk), 
        .reset(reset), 
        .fifo_wr(fifo_wr[i-1]),
        .i_inst(inst_temp[2*i-1:2*(i-1)]),     
        .o_inst(inst_temp[2*(i+1)-1:2*(i)]),     
	.out(out[bw_psum*i-1 : bw_psum*(i-1)]),
	.load_ready(load_ready_wire[i-1])
   );
end 
assign ld_done = ~|load_ready_wire;
assign exec_done = (fifo_wr == 8'b00111111)? 1'b1: 1'b0;
assign out_wr = ~|fifo_wr;
endmodule
module mac_col_c (clk, reset, out, q_in, q_out, i_inst, fifo_wr, o_inst, load_ready);
parameter bw = 8;
parameter bw_psum = 2*bw+6;
parameter pr = 8;
parameter col_id = 0;
output signed [bw_psum-1:0] out;
input  signed [pr*bw-1:0] q_in;
output signed [pr*bw-1:0] q_out;
input  clk, reset;
input  [1:0] i_inst;  
output [1:0] o_inst;  
output fifo_wr;
output load_ready;
reg    load_ready_q;
reg    [3:0] cnt_q;
reg    [1:0] inst_q;
reg    [1:0] inst_2q;
reg   signed [pr*bw-1:0] query_q;
reg   signed [pr*bw-1:0] key_q;
wire  signed [bw_psum-1:0] psum;
assign o_inst = inst_q;
assign fifo_wr = inst_2q[1];
assign q_out  = query_q;
assign out = psum;
assign load_ready = load_ready_q;
mac_16in #(.bw(bw), .bw_psum(bw_psum), .pr(pr)) mac_16in_instance (
        .a(query_q), 
        .b(key_q),
	.out(psum)
); 
always @ (posedge clk) begin
  if (reset) begin
    cnt_q <= 0;
    load_ready_q <= 1;
    inst_q <= 0;
    inst_2q <= 0;
  end
  else begin
    inst_q <= i_inst;
    inst_2q <= inst_q;
    if (inst_q[0]) begin
       query_q <= q_in;
       if (cnt_q == 9-col_id)begin
         cnt_q <= 0;
         key_q <= q_in;
         load_ready_q <= 0;
       end
       else if (load_ready_q)
         cnt_q <= cnt_q + 1;
    end
    else if(inst_q[1]) begin
      query_q <= q_in;
    end
    if(cnt_q == 0 & ~inst_q[0] & ~inst_q[0]) load_ready_q <= 1;
  end
end
endmodule
module mac_16in (out, a, b);
parameter bw = 8;
parameter bw_psum = 2*bw+4;
parameter pr = 16;  
output [bw_psum-1:0] out;
input  [pr*bw-1:0] a;
input  [pr*bw-1:0] b;
wire		[2*bw-1:0]	product0	;
wire		[2*bw-1:0]	product1	;
wire		[2*bw-1:0]	product2	;
wire		[2*bw-1:0]	product3	;
wire		[2*bw-1:0]	product4	;
wire		[2*bw-1:0]	product5	;
wire		[2*bw-1:0]	product6	;
wire		[2*bw-1:0]	product7	;
wire		[2*bw-1:0]	product8	;
wire	[2*bw-1:0]	product9	;
wire		[2*bw-1:0]	product10	;
wire		[2*bw-1:0]	product11	;
wire		[2*bw-1:0]	product12	;
wire		[2*bw-1:0]	product13	;
wire		[2*bw-1:0]	product14	;
wire		[2*bw-1:0]	product15	;
genvar i;
assign	product0	=	{{(bw){a[bw*	1	-1]}},	a[bw*	1	-1:bw*	0	]}	*	{{(bw){b[bw*	1	-1]}},	b[bw*	1	-1:	bw*	0	]};
assign	product1	=	{{(bw){a[bw*	2	-1]}},	a[bw*	2	-1:bw*	1	]}	*	{{(bw){b[bw*	2	-1]}},	b[bw*	2	-1:	bw*	1	]};
assign	product2	=	{{(bw){a[bw*	3	-1]}},	a[bw*	3	-1:bw*	2	]}	*	{{(bw){b[bw*	3	-1]}},	b[bw*	3	-1:	bw*	2	]};
assign	product3	=	{{(bw){a[bw*	4	-1]}},	a[bw*	4	-1:bw*	3	]}	*	{{(bw){b[bw*	4	-1]}},	b[bw*	4	-1:	bw*	3	]};
assign	product4	=	{{(bw){a[bw*	5	-1]}},	a[bw*	5	-1:bw*	4	]}	*	{{(bw){b[bw*	5	-1]}},	b[bw*	5	-1:	bw*	4	]};
assign	product5	=	{{(bw){a[bw*	6	-1]}},	a[bw*	6	-1:bw*	5	]}	*	{{(bw){b[bw*	6	-1]}},	b[bw*	6	-1:	bw*	5	]};
assign	product6	=	{{(bw){a[bw*	7	-1]}},	a[bw*	7	-1:bw*	6	]}	*	{{(bw){b[bw*	7	-1]}},	b[bw*	7	-1:	bw*	6	]};
assign	product7	=	{{(bw){a[bw*	8	-1]}},	a[bw*	8	-1:bw*	7	]}	*	{{(bw){b[bw*	8	-1]}},	b[bw*	8	-1:	bw*	7	]};
assign	product8	=	{{(bw){a[bw*	9	-1]}},	a[bw*	9	-1:bw*	8	]}	*	{{(bw){b[bw*	9	-1]}},	b[bw*	9	-1:	bw*	8	]};
assign	product9	=	{{(bw){a[bw*	10	-1]}},	a[bw*	10	-1:bw*	9	]}	*	{{(bw){b[bw*	10	-1]}},	b[bw*	10	-1:	bw*	9	]};
assign	product10	=	{{(bw){a[bw*	11	-1]}},	a[bw*	11	-1:bw*	10	]}	*	{{(bw){b[bw*	11	-1]}},	b[bw*	11	-1:	bw*	10	]};
assign	product11	=	{{(bw){a[bw*	12	-1]}},	a[bw*	12	-1:bw*	11	]}	*	{{(bw){b[bw*	12	-1]}},	b[bw*	12	-1:	bw*	11	]};
assign	product12	=	{{(bw){a[bw*	13	-1]}},	a[bw*	13	-1:bw*	12	]}	*	{{(bw){b[bw*	13	-1]}},	b[bw*	13	-1:	bw*	12	]};
assign	product13	=	{{(bw){a[bw*	14	-1]}},	a[bw*	14	-1:bw*	13	]}	*	{{(bw){b[bw*	14	-1]}},	b[bw*	14	-1:	bw*	13	]};
assign	product14	=	{{(bw){a[bw*	15	-1]}},	a[bw*	15	-1:bw*	14	]}	*	{{(bw){b[bw*	15	-1]}},	b[bw*	15	-1:	bw*	14	]};
assign	product15	=	{{(bw){a[bw*	16	-1]}},	a[bw*	16	-1:bw*	15	]}	*	{{(bw){b[bw*	16	-1]}},	b[bw*	16	-1:	bw*	15	]};
assign out = 
                {{(4){product0[2*bw-1]}},product0	}
	+	{{(4){product1[2*bw-1]}},product1	}
	+	{{(4){product2[2*bw-1]}},product2	}
	+	{{(4){product3[2*bw-1]}},product3	}
	+	{{(4){product4[2*bw-1]}},product4	}
	+	{{(4){product5[2*bw-1]}},product5	}
	+	{{(4){product6[2*bw-1]}},product6	}
	+	{{(4){product7[2*bw-1]}},product7	}
	+	{{(4){product8[2*bw-1]}},product8	}
	+	{{(4){product9[2*bw-1]}},product9	}
	+	{{(4){product10[2*bw-1]}},product10	}
	+	{{(4){product11[2*bw-1]}},product11	}
	+	{{(4){product12[2*bw-1]}},product12	}
	+	{{(4){product13[2*bw-1]}},product13	}
	+	{{(4){product14[2*bw-1]}},product14	}
	+	{{(4){product15[2*bw-1]}},product15	};
endmodule
```

## ./run.sh

```bash
#!/bin/bash
# OpenROAD 26Q1-2900-gdf79404cd8, Yosys 0.63+post, stock flow scripts
make -C /OpenROAD-flow-scripts/flow DESIGN_CONFIG=/design/flow/config.mk WORK_HOME=/design/flow/orfs finish
```

## ./config.mk

```make
export PLATFORM = sky130hd
export DESIGN_NAME = mac_array_c
export DESIGN_NICKNAME = mac_array_c
export VERILOG_FILES = /design/flow/design.v
export SDC_FILE = /design/flow/constraint.sdc
export NUM_CORES = 4
export LEC_CHECK = 1
export CORE_AREA = 10 10 124 124
export DIE_AREA = 0 0 134 134
```

## ./constraint.sdc

```tcl
current_design mac_array_c

set clk_period 2.6
set clk_io_pct 0.2

create_clock -name clk0 -period $clk_period [get_ports {clk}]

set non_clock_inputs [all_inputs -no_clocks]
set_input_delay [expr $clk_period * $clk_io_pct] -clock clk0 $non_clock_inputs
set_output_delay [expr $clk_period * $clk_io_pct] -clock clk0 [all_outputs]
```

==> design notes <==
Counting I/O delays and the setup requirement, the final critical path takes 2.40 ns. Max-slew check failures listed in the final report amount to 0. The initial antenna violation count is 0, and the post-layout instance area is 0.00380 mm2. The number of setup buffers added after CTS is 0. By startpoint and endpoint, the worst setup path is classified as reg -> out. The run gives 0 for the total global routing overflow. The nature of the critical path endpoint was an output pin. By area the synthesized netlist is led by sky130_fd_sc_hd__buf_4 (35%), sky130_fd_sc_hd__dfxtp_1 (29%), sky130_fd_sc_hd__a21oi_1 (2.8%). Critical path buffer and inverter count: 1. For the fraction of the core area occupied by cells at floorplan, the log shows 0.309. The first global-routing pass estimated 11.1 mm of wire.

The floorplan step defined a die boundary enclosing 0.0180 mm2. After floorplanning, the core was sized to cover 0.0127 mm2. Before any placement, the netlist area is recorded as 0.00392 mm2.

Summed over all nets, the half-perimeter wirelength after detailed placement is 5.44 mm. The hold-critical path depth was 1; the insertion delay at the late pin of the worst-skew pair was 0.31 ns. Worst clock skew: 0.00323 ns. The worst flop-to-flop path startpoint is col_idx[6].mac_col_inst.cnt_q[0]. Setup repair after global routing left no endpoint under its margin.

The maximum clock rate was 416 MHz. The floorplan has 41 rows. Count of flip-flops with a built-in enable after synthesis: 0. The OpenROAD report gives the critical path a data arrival time of 1.88 ns. The warning total across the stage logs works out to 93. In this run the deepest clock path goes through 2 buffers. Number of nets with antenna violations after detailed routing: 0. The congestion estimate from routability-driven global placement came to 0.785.

Per the detailed placement report, the placed cell area equals 0.00351 mm2. The share of final-layout standard cells stronger than drive strength 1 was 0.0456. Clock tree synthesis inserted a total of 9 buffers. Measured along the x axis, the die boundary spans 134 um. Across the run, the number of max-cap violations was 0.

The synthesized design spends more area on one cell type than any other, namely sky130_fd_sc_hd__buf_4. With the share of synthesized area occupied by flip-flops and latches at 0.291, the area share of the leading cell type in the synthesized netlist is 0.352. Per the timing report, the biggest fanout along the worst path comes to 7. The cell with the largest stage delay on the worst path was sky130_fd_sc_hd__or4_1. For the final routed database, the setup TNS stands at 0 ns.

The flow reported a cell area power density of 536 mW/mm2. The synth_stat.txt file lists the number of cells as 471. Entering global routing, the biggest net connects 24 pins. In this run the critical register-to-register path is captured at col_idx[6].mac_col_inst.cnt_q[0]. The longest incremental delay of any stage on the critical path is reported as 0.55 ns. TritonCTS built the clock tree. The main flop type was sky130_fd_sc_hd__dfxtp_1.

The average routed wire per standard cell came out at 10.8 um. The number of fill cells in the layout is 1299, and the worst-case register-to-register setup slack is 1.20 ns. Per the power-grid run, VDD falls by no more than 0.234 mV.

The number of I/O pins came out at 255. Gates resized during post-CTS repair numbered 0. The first detailed-routing pass took 4 iterations. The run gives 0 for the antenna diode count. The final layout contains routed wiring with a total length of 7.08 mm.

The number of sinks handled by clock tree synthesis is 57, and the instance count of the mapped netlist is 471. On the critical path the largest part of the delay comes from simple AND/OR/NAND/NOR gates. The tightest min-delay check is of the reg -> reg type. The global router's overall resource usage came out at 0.0710. Area added between synthesis and finish: -3.19%.

In the routed design, unresolved DRC markers number 0. The number of H-tree branching levels came out at 3. Looking at the clock tree report, the root buffer type is sky130_fd_sc_hd__clkbuf_16. The area recorded from the Yosys report for this design is 0.00392 mm2. Measured along the y axis, the die boundary spans 134 um.

The routed layout has 2506 vias. After the first detailed-routing iteration, the DRC count stood at 139. Most frequently placed logic cell in the final layout: sky130_fd_sc_hd__conb_1. Yosys printed 40 warnings. The number of flip-flops and latches in the synthesized netlist is 57. STA classifies the critical path startpoint as a flop. The run gives 50 for the number of unique standard cell types used by synthesis. Per the cell usage report, the commonest logic cells after layout are sky130_fd_sc_hd__conb_1 (176), sky130_fd_sc_hd__dfxtp_1 (57), sky130_fd_sc_hd__a21oi_1 (22). For this design, the CTS-stage hold fixing added 0 buffers. With the post-route clock period utilization at 0.924, the fraction of registers with async set or reset after synthesis is 0. After detailed routing, the number of vias per cell comes to 3.83. The flow ran to the end, and the final reports show no timing, DRC or antenna violations.

STA shows the worst min-delay path finishing at col_idx[2].mac_col_inst.inst_q[1]. The critical path goes through or4_1 -> nor2_1 -> clkdlybuf4s50_1. With the via count of the first global-routing pass at 2482, the static leakage power is 1.65 nW.

The synthesized area divided by synthesized cell count is 8.33 um2, and the depth of the worst register-to-register path is 4. The registers of the reported paths see a clock transition of 0.05 ns. The run gives 2.08 ns for the required time of the worst setup path. The final report lists the setup-violating endpoint count as 0. Per the placement log, port buffering inserted 14 buffers. The tools report the number of endpoints with negative hold slack in the final report as 0. For the worst min-delay path, the startpoint reported by OpenROAD is col_idx[1].mac_col_inst.inst_q[1].
## layer usage
| layer | up-vias | GRT usage | share of wire |
|---|---|---|---|
| li1 | 1242 | - | - |
| met1 | 1124 | 0.0933 | 0.47 |
| met2 | 134 | 0.110 | 0.43 |
| met3 | 6 | 0.0299 | 0.096 |
| met4 | 0 | 0.00967 | 0.0054 |
| met5 | - | 0 | 0 |
## sequential cells by signal, indices dropped and copies added, names as in the netlist
register                           cells
col_idx.mac_col_inst.cnt_q            32
col_idx.mac_col_inst.inst_2q           7
col_idx.mac_col_inst.inst_q           10
col_idx.mac_col_inst.load_ready_q      8
## stage by stage
stage / power [mW] / std cells / hold slack (ns) / utilization / setup slack, ns
floorplan: 1.14 / 646 / 0.414 / - / 1.18
CTS: 2.07 / 654 / 0.450 / 0.300 / 0.157
detailed placement: 0.992 / 639 / 0.439 / 0.277 / 0.510
finish: 2.03 / 654 / 0.441 / 0.300 / 0.197
global placement: 0.997 / 639 / 0.433 / 0.277 / 0.503
global route: 2.14 / 654 / 0.460 / 0.300 / 0.123
## logic make-up (layout without fill, tap and decap cells)
| family | after synthesis | in the layout | share of synthesized area |
|---|---|---|---|
| AND-OR/OR-AND | 67 | 67 | 0.113 |
| XOR/XNOR | 4 | 4 | 0.00893 |
| other | 1 | 176 | 0.000956 |
| multiplexers | 4 | 4 | 0.0102 |
| adder cells (fa/ha/maj) | 8 | 8 | 0.0255 |
| AND/OR/NAND/NOR | 117 | 117 | 0.168 |
| flip-flops | 57 | 57 | 0.291 |
| buffers and inverters | 213 | 49 | 0.382 |
## cell usage after synthesis, types with 3 or more instances
| cell | n |
|---|---|
| sky130_fd_sc_hd__buf_4 | 184 |
| sky130_fd_sc_hd__dfxtp_1 | 57 |
| sky130_fd_sc_hd__a21oi_1 | 22 |
| sky130_fd_sc_hd__nand2_1 | 20 |
| sky130_fd_sc_hd__inv_1 | 17 |
| sky130_fd_sc_hd__nor2b_1 | 17 |
| sky130_fd_sc_hd__nor2_1 | 15 |
| sky130_fd_sc_hd__nand3_1 | 12 |
| sky130_fd_sc_hd__o21ai_0 | 9 |
| sky130_fd_sc_hd__ha_1 | 8 |
| sky130_fd_sc_hd__nand2b_1 | 8 |
| sky130_fd_sc_hd__nand4_1 | 8 |
| sky130_fd_sc_hd__a31oi_1 | 6 |
| sky130_fd_sc_hd__or3_1 | 6 |
| sky130_fd_sc_hd__or4_1 | 6 |
| sky130_fd_sc_hd__buf_2 | 5 |
| sky130_fd_sc_hd__nand4b_1 | 5 |
| sky130_fd_sc_hd__nor4_1 | 5 |
| sky130_fd_sc_hd__clkbuf_1 | 4 |
| sky130_fd_sc_hd__mux2i_1 | 4 |
| sky130_fd_sc_hd__nor3_1 | 4 |
| sky130_fd_sc_hd__xnor2_1 | 4 |
| sky130_fd_sc_hd__a31o_1 | 3 |
| sky130_fd_sc_hd__nand3b_1 | 3 |
| sky130_fd_sc_hd__o21ai_1 | 3 |
| sky130_fd_sc_hd__o21bai_1 | 3 |
## power breakdown
group / internal (mW) / switching (mW)
combinational: 0.0239 / 0.0495
clock: 0.709 / 0.356
sequential: 0.885 / 0.0111
total: 1.62 / 0.416
## worst max path at each step
stage / cells after the start / startpoint / endpoint
after CTS: 3 / col_idx[1].mac_col_inst.load_ready_q / ld_done
after global routing: 3 / col_idx[1].mac_col_inst.load_ready_q / ld_done
final: 3 / col_idx[1].mac_col_inst.load_ready_q / ld_done
## cell type report
type                            count  area (um2)  share of cell area
Multi-Input combinational cell    376        1940               0.511
Sequential cell                    57        1140               0.301
Clock buffer                       12         267              0.0702
Tap cell                          172         215              0.0567
Timing Repair Buffer               16         150              0.0396
Inverter                           18        67.6              0.0178
Clock inverter                      3        15.0             0.00396
Power and IR drop assume default switching activity.
